<file path="design/flow/config.mk">
export PLATFORM = sky130hd
export DESIGN_NAME = debounce
export DESIGN_NICKNAME = debounce
export VERILOG_FILES = /design/flow/design.v
export SDC_FILE = /design/flow/constraint.sdc
export NUM_CORES = 4
export LEC_CHECK = 1
export CORE_AREA = 10 10 81 81
export DIE_AREA = 0 0 91 91
</file>
<file path="design/flow/constraint.sdc">
current_design debounce

set clk_period 2.6
set clk_io_pct 0.2

create_clock -name clk0 -period $clk_period [get_ports {clk}]

set non_clock_inputs [all_inputs -no_clocks]
set_input_delay [expr $clk_period * $clk_io_pct] -clock clk0 $non_clock_inputs
set_output_delay [expr $clk_period * $clk_io_pct] -clock clk0 [all_outputs]
</file>
<file path="design/flow/design.v">
module debounce(clk, bin, bout);
parameter CNT_W = 20;  
input     clk;  
input     bin;
output     bout;
reg   [CNT_W-1:0]   cnt;
reg   bin_syn0, bin_syn1, bin_int;
assign   bout=~cnt[CNT_W-1];  
always@(posedge clk) 
begin 
  bin_syn0 <= bin; 
  bin_syn1 <= bin_syn0; 
  bin_int  <= bin_syn1; 
end
always@(posedge clk)
begin
  if(bin_int)  cnt <= {CNT_W{1'b0}};  
  else if(!cnt[CNT_W-1])
           cnt<=cnt+1'b1;
end
endmodule
</file>
<file path="design/flow/run.sh">
#!/bin/bash
# OpenROAD 26Q1-2900-gdf79404cd8, Yosys 0.63+post, stock flow scripts
make -C /OpenROAD-flow-scripts/flow DESIGN_CONFIG=/design/flow/config.mk WORK_HOME=/design/flow/orfs finish
</file>
==> reports/metrics.cfg <==
[power_and_ir_drop]
p_clk_share_pct=36.4
vdd_ir_drop_max_v=0.0002850
power.total_mw=0.6029
switchingPower_mw=0.1303
combPwrFrac_pct=2.0
switching_share_pct=21.61
p_leak_nw=0.4469
powerDensity_nw_per_um2=509.4
p_int_mw=0.4726
seq_power_share_pct=61.5

[placed_design]
gp_congestion=0.7340
dp_hpwl_um=1074
place_inst=170
io_buffer_count=2
place_ws_ps=978.4

[synth]
edf_count=0
netlist.top_cell.by_area=dfxtp_1
ff_type=dfxtp_1
netlist_top_cells_area=dfxtp_1 (44%), xnor2_1 (7.5%), nor2_1 (6.0%)
ys_seq_share_pct=43.55
top_area_share_pct=43.55
synth.avg_cell_area_um2=10.07
synth-seq-cells=23
yosysWarnings=1
synth.cell_area_um2=1057
ys_types=34
synth_cells=105
ys_area_um2=1057
ys_cells=105
async_reset_ff_share_pct=0

[route]
wl_met3_um=60
ant_nets=0
insertedDiodeCount=0
drt-initial-drc-count=33
vias=699
wl_um=1574
wl_met1_um=810
drc=0
drt_pass1_iterations=3
viasPerCell=4.017
wl_met2_um=680
highest_layer=met4
wl_per_cell_um=9.046

[cts]
clk_pin_slew_ps=80
cts_inserted_buffers=3
cts_resized=0
cts_root_buf=clkbuf_8
clock_sinks=23
clk_path_buf_depth=2
clock_latency_ps=260
htree_levels=1
postCtsHoldBufs=0
cts_tree=done
post_cts_buffers=0

[sta]
max_freq_mhz=566.6
layout_min_cycle_time_ps=1765
worst_pin_slew_ps=759.9
skew_ps=4.908
period_used_pct=67.88
timing.final.ws_setup_ps=835.2
rsz0062_at_grt=no
setup_tns_ps=0
relSlewSlack_pct=49.27
setup_viol=0
slew_violations=0
final_hold_viol_count=0

[final_layout]
area_delta_synth_final_pct=11.95
layout.cells.non_filler=174
drive_gt1_share_pct=15.89

[outcome]
status=complete, no violations

[floorplanning]
dieArea_um2=8281
core_area_um2=4817
dieWidth_um=91
num_rows=25
io_pins=3
die_h_um=91
fp_util_pct=21.95

[critical_path]
worst_ep_required_time_ps=2080
r2r-end=cnt[18]
worstRegToRegCells=5
r2r-start=cnt[0]
crit_path_start_kind=register
path_class=reg -> out
cp-startpoint=cnt[19]
rrSetupSlack_ps=980
crit_end=bout
arrival_ps=1240
critical_path.max_fanout=8
end_kind=output pin

[job]
warnings=25
drv_cap=0

[global_routing]
grt_overflow=0
grt_max_degree=23
grt_usage_pct=3.666
grt_pass1_vias=616
grt_pass1_wl_um=2739
antenna_found_initial=0

[worst_hold_path]
hold_class=reg -> reg

how the worst min path moves through the flow:
| stage | from | to | slack [ps] | depth (start not counted) |
|---|---|---|---|---|
| 4_1_cts | bin_syn1 | bin_int | 330 | 0 |
| 5_1_grt | bin_syn0 | bin_syn1 | 350 | 0 |
| 6_report | bin_syn1 | bin_int | 330 | 0 |
synthesized netlist by cell type (all sizes together) (2+ instances only):
| library cell | count |
|---|---|
| xnor2 | 9 |
| inv | 4 |
| nor4 | 4 |
| and3 | 2 |
| nor2 | 17 |
| o21ai | 2 |
| nor3 | 5 |
| dfxtp | 23 |
| or3 | 2 |
| nand4 | 4 |
| xor2 | 4 |
| buf | 3 |
| nand2 | 5 |
| a21oi | 4 |
| nor2b | 2 |
registers in the layout, summed over array words and instances (netlist names):
name      count
cnt          20
bin_int       1
bin_syn0      1
bin_syn1      1
cells in the final DEF, fill, tap and decap left out:
| master | instances |
|---|---|
| a21oi_1 | 4 |
| a31o_2 | 1 |
| a31oi_1 | 1 |
| and3_1 | 2 |
| and3b_1 | 1 |
| and4_1 | 1 |
| clkbuf_8 | 3 |
| clkdlybuf4s50_1 | 2 |
| clkinv_2 | 1 |
| dfxtp_1 | 23 |
| ha_1 | 1 |
| inv_1 | 4 |
| mux2_2 | 1 |
| mux2i_1 | 1 |
| nand2_1 | 5 |
| nand2b_1 | 1 |
| nand3_1 | 1 |
| nand3b_4 | 1 |
| nand4_1 | 2 |
| nand4_4 | 2 |
| nand4b_4 | 1 |
| nor2_1 | 17 |
| nor2b_1 | 2 |
| nor3_1 | 3 |
| nor3_2 | 2 |
| nor4_2 | 4 |
| nor4b_2 | 1 |
| o21ai_0 | 2 |
| o41ai_1 | 1 |
| or3_1 | 2 |
| or3b_1 | 1 |
| xnor2_1 | 9 |
| xor2_1 | 4 |
metrics by stage:
step,hold slack (ps),util (%),area [um^2]
after CTS,333.9,24.57,1184
after global routing,345.0,24.57,1184
after floorplan,309.6,-,1057
after detailed placement,313.5,23.61,1137
after global placement,311.3,23.61,1137
final,334.1,24.57,1184
cell type report:
| class | instances | area, um^2 |
|---|---|---|
| tap | 67 | 83.83 |
| clock inverter | 1 | 5.005 |
| sequential | 23 | 460.4 |
| fill | 530 | 3633 |
| timing repair buffer | 2 | 20.02 |
| clock buffer | 3 | 41.29 |
| inverter | 4 | 15.01 |
| multi-input combinational | 74 | 558.0 |
worst max-delay path, cell delays in order, from the launching register on:
cell and delay, ps:
dfxtp_1 500, inv_1 70, clkdlybuf4s50_1 410
cell families after synthesis:
logic type | Yosys count | share of synthesized area (%)
AOI/OAI and AO/OA | 9 | 5.090
xor gates and xnor gates | 13 | 10.77
adders and majority gates | 1 | 1.183
buffers and inverters | 8 | 3.667
DFF | 23 | 43.55
muxes | 2 | 2.012
and+or+nand+nor | 49 | 33.73
power groups by stage:
stage,combinational (mW),sequential [mW],clock [mW]
6_report,0.0123,0.371,0.220
5_1_grt,0.0138,0.373,0.242
4_1_cts,0.0126,0.371,0.229
routing by layer:
metal / vias to the layer above / GRT usage [%]
met5: - / 0
met4: 0 / 0.5222
met3: 3 / 0.9129
met2: 6 / 5.609
met1: 324 / 5.234
li1: 366 / -
No activity file was given, so power comes from the tool's default toggle rates.
